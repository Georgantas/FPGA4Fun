$ cat flow/run.sh
#!/bin/bash
# OpenROAD 26Q1-2900-gdf79404cd8, Yosys 0.63+post, stock flow scripts
make -C /OpenROAD-flow-scripts/flow DESIGN_CONFIG=/design/flow/config.mk WORK_HOME=/design/flow/orfs finish
$ cat flow/config.mk
export PLATFORM = sky130hd
export DESIGN_NAME = music
export DESIGN_NICKNAME = music
export VERILOG_FILES = /design/flow/design.v
export SDC_FILE = /design/flow/constraint.sdc
export NUM_CORES = 4
export LEC_CHECK = 1
export CORE_UTILIZATION = 40
$ cat flow/constraint.sdc
current_design music

set clk_period 8.3
set clk_io_pct 0.2

create_clock -name clk0 -period $clk_period [get_ports {clk}]

set non_clock_inputs [all_inputs -no_clocks]
set_input_delay [expr $clk_period * $clk_io_pct] -clock clk0 $non_clock_inputs
set_output_delay [expr $clk_period * $clk_io_pct] -clock clk0 [all_outputs]
$ cat flow/design.v
module music(clk, speaker);
	input clk;
	output speaker;
	reg [27:0] tone;
	always @(posedge clk) tone <= tone+1;
	wire [5:0] fullnote = tone[27:22];
	wire [2:0] octave;
	wire [3:0] note;
	divide_by12 divby12(.numer(fullnote[5:0]), .quotient(octave), .remain(note));
	reg [8:0] clkdivider;
	always @(note)
	case(note)
	  0: clkdivider = 512-1;  
	  1: clkdivider = 483-1;  
	  2: clkdivider = 456-1;  
	  3: clkdivider = 431-1;  
	  4: clkdivider = 406-1;  
	  5: clkdivider = 384-1;  
	  6: clkdivider = 362-1;  
	  7: clkdivider = 342-1;  
	  8: clkdivider = 323-1;  
	  9: clkdivider = 304-1;  
	  10: clkdivider = 287-1;  
	  11: clkdivider = 271-1;  
	  12: clkdivider = 0;  
	  13: clkdivider = 0;  
	  14: clkdivider = 0;  
	  15: clkdivider = 0;  
	endcase
	reg [8:0] counter_note;
	always @(posedge clk) if(counter_note==0) counter_note <= clkdivider; else counter_note <= counter_note-1;
	reg [7:0] counter_octave;
	always @(posedge clk)
	if(counter_note==0)
	begin
	 if(counter_octave==0)
	  counter_octave <= (octave==0?255:octave==1?127:octave==2?63:octave==3?31:octave==4?15:7);
	 else
	  counter_octave <= counter_octave-1;
	end
	reg speaker;
	always @(posedge clk) if(counter_note==0 && counter_octave==0) speaker <= ~speaker;
endmodule
module divide_by12(numer, quotient, remain);
	input [5:0] numer;
	output [2:0] quotient;
	output [3:0] remain;
	reg [2:0] quotient;
	reg [3:0] remain_bit3_bit2;
	assign remain = {remain_bit3_bit2, numer[1:0]};  
	always @(numer[5:2])  
	case(numer[5:2])
		0: begin quotient=0; remain_bit3_bit2=0; end
		1: begin quotient=0; remain_bit3_bit2=1; end
		2: begin quotient=0; remain_bit3_bit2=2; end
		3: begin quotient=1; remain_bit3_bit2=0; end
		4: begin quotient=1; remain_bit3_bit2=1; end
		5: begin quotient=1; remain_bit3_bit2=2; end
		6: begin quotient=2; remain_bit3_bit2=0; end
		7: begin quotient=2; remain_bit3_bit2=1; end
		8: begin quotient=2; remain_bit3_bit2=2; end
		9: begin quotient=3; remain_bit3_bit2=0; end
	 10: begin quotient=3; remain_bit3_bit2=1; end
	 11: begin quotient=3; remain_bit3_bit2=2; end
	 12: begin quotient=4; remain_bit3_bit2=0; end
	 13: begin quotient=4; remain_bit3_bit2=1; end
	 14: begin quotient=4; remain_bit3_bit2=2; end
	 15: begin quotient=5; remain_bit3_bit2=0; end
	endcase
endmodule
==> impl_metrics.json <==
{
  "status": "completed",
  "worst_hold_path_type": "register to register",
  "mappedNetlistArea_sq_um": 2420,
  "synth-seq-cells": 51,
  "achievable-frequency_ghz": 0.364,
  "grt_antenna_before_repair": 0,
  "hold_buffers": 0,
  "ys_top_cells_by_area": "sky130_fd_sc_hd__dfxtp_1 (35%), sky130_fd_sc_hd__edfxtp_1 (11%), sky130_fd_sc_hd__xnor2_1 (7.6%)",
  "clk_transition_reported_paths_ps": 90,
  "power.total_uw": 384,
  "fp.dieArea_sq_um": 6370,
  "grt_setup_unrepaired": "no",
  "synth_cells": 247,
  "sum_of_buffers_and_inverters_on_the_critical_path": 1,
  "critical_path.max_stage_delay_ps": 450,
  "power.leakage_nw": 0.970,
  "min_period_ps": 2750,
  "synth_chip_area_sq_um": 2420,
  "setup.worst_path.class": "register to primary output",
  "final_layout_top_logic_cell": "sky130_fd_sc_hd__dfxtp_1",
  "drcViolationCount": 0,
  "synth_warnings": 2,
  "post_route_cells_drive_above_1_share_pct": 9.88,
  "gp_congestion": 0.803,
  "grt_pass1_wl_mm": 6.33,
  "sequential_to_total_area_share_from_yosys_stat_pct": 45.9,
  "worstPathArrival_ps": 1090,
  "setup_crit_end_kind": "primary output",
  "overall_fraction_of_global_route_tracks_in_use_pct": 12.7,
  "clock_sinks": 51,
  "ys_types": 49,
  "port_buffers": 1,
  "die_span_x_microns": 79.8,
  "startpoint_types": "register",
  "synthesis.area_per_instance_sq_um": 9.80,
  "power.ir.vdd_worst_v": 0.0000849,
  "share_of_the_synthesized_area_in_the_top_cell_type_pct": 34.7,
  "floorplan.initialDensity_pct": 42.7,
  "routed_wirelength_mm": 3.65,
  "cellPowerDensity_nw_per_um2": 148,
  "clk_root_buffer_cell": "sky130_fd_sc_hd__clkbuf_8",
  "drt_first_pass_iters": 5,
  "ys_dominant_reg_cell": "sky130_fd_sc_hd__dfxtp_1",
  "timing_hold_violations_final": 0,
  "layout-area-overhead-vs-synth_pct": 6.98,
  "worstPathCellList": "clkdlybuf4s50_1",
  "vias_per_cell": 4.95,
  "post_cts_buffers": 0,
  "detail_route.iter0.violations": 38,
  "top_area_cell": "sky130_fd_sc_hd__dfxtp_1",
  "timing.slew.headroom_pct": 46.9,
  "critPathTopFamily": "buffers and inverters",
  "post_route_ant_nets": 0,
  "edf_count": 9,
  "worst-slew-pin-transition_ps": 790,
  "core-area_sq_um": 5680,
  "cts_resized": 0,
  "synth_async_sr_flop_share_pct": 0,
  "cts_made_buffers": 5,
  "io_pins": 2,
  "warning_count": 31,
  "fp.dieH_microns": 79.8,
  "clock.latency.late_pin_ps": 290,
  "cell_count_in_the_yosys_report": 247,
  "row_count": 27,
  "path_max_fanout": 2,
  "finalClockPeriodUsage_pct": 33.1,
  "fin_tns_setup_ps": 0,
  "final.setup_skew_ps": 4.31,
  "grt_pass1_vias": 1478,
  "drt-wirelength-per-cell_microns": 11.2,
  "clock_tree_from_tritoncts": "yes",
  "h-tree-depth": 2,
  "clock_tree.buffer_depth": 2,
  "grt_start_max_net_pins": 16,
  "num_vias": 1610,
  "antennaDiodeCount": 0,
  "crit_slowest_cell": "sky130_fd_sc_hd__clkdlybuf4s50_1",
  "setup_viol": 0,
  "slew_viol_final": 0,
  "hold_ws_ps": 419,
  "grt_overflow": 0,
  "maxCapViolations": 0,
  "hpwlAfterDp_mm": 2.65,
  "final_layout_top_logic_cells": "sky130_fd_sc_hd__dfxtp_1 (42), sky130_fd_sc_hd__xnor2_1 (21), sky130_fd_sc_hd__nor2_1 (19)",
  "critPathRequiredTime_ps": 6640
}
flip-flops by register name, indices dropped and copies added (netlist names):
signal,count
counter_octave,8
note,2
tone,28
speaker,1
counter_note,9
octave,3
layout make-up:
type	instances	area, sq um
clock buffer	5	68.8
timing repair buffer	2	17.5
tap	72	90.1
fill	541	3090
inverter	15	57.6
multi-input combinational	177	1230
sequential	51	1110
clock inverter	3	15.0
final timing paths:
kind,cells after the start,start,slack [ps],to
setup / recovery,1,speaker$_DFFE_PP_,5550,speaker
hold / removal,1,tone[0]$_DFF_P_,420,tone[0]$_DFF_P_
setup reg to reg,8,tone[0]$_DFF_P_,5730,octave[0]$_DFF_P_
hold reg to reg,1,tone[0]$_DFF_P_,420,tone[0]$_DFF_P_
logic make-up (layout without fill, tap and decap cells):
family	count (synthesis)	count (layout)	share of synthesized area, %
buffers and inverters	19	25	3.31
muxes	5	5	2.27
and+or+nand+nor	86	86	19.0
DFF	51	51	45.9
adders and majority gates	11	11	5.68
xor gates and xnor gates	36	36	13.3
AOI/OAI and AO/OA	39	39	10.5
power by group:
| part | total, mW | switching, mW | internal, mW |
|---|---|---|---|
| sequential | 0.250 | 0 | 0.250 |
| clock | 0.133 | 0.0756 | 0.0578 |
| combinational | 0.000000479 | 0 | 0 |
| total | 0.384 | 0.0756 | 0.308 |
metrics by stage:
stage / utilization, % / std cells / cell area (sq um) / setup WS [ps]
after floorplan: - / 247 / 2420 / 5950
after global placement: 44.2 / 317 / 2510 / 5700
after detailed placement: 44.2 / 317 / 2510 / 5720
after CTS: 45.6 / 325 / 2590 / 5530
after global routing: 45.6 / 325 / 2590 / 5500
final: 45.6 / 325 / 2590 / 5550
layer usage:
layer / track usage, % / share of wire, % / routed length (microns) / vias up
li1: - / - / - / 877
met1: 19.1 / 55 / 2000 / 721
met2: 19.9 / 42 / 1540 / 10
met3: 2.78 / 2.4 / 86 / 2
met4: 1.25 / 0.52 / 19 / 0
met5: 0 / 0 / 0 / -
cells in the mapped netlist (2+ instances only):
| cell type | count |
|---|---|
| sky130_fd_sc_hd__a211oi_1 | 2 |
| sky130_fd_sc_hd__a21oi_1 | 14 |
| sky130_fd_sc_hd__a22oi_1 | 2 |
| sky130_fd_sc_hd__a31oi_1 | 3 |
| sky130_fd_sc_hd__and2_1 | 2 |
| sky130_fd_sc_hd__and4_1 | 4 |
| sky130_fd_sc_hd__clkbuf_1 | 3 |
| sky130_fd_sc_hd__dfxtp_1 | 42 |
| sky130_fd_sc_hd__edfxtp_1 | 9 |
| sky130_fd_sc_hd__ha_1 | 11 |
| sky130_fd_sc_hd__inv_1 | 13 |
| sky130_fd_sc_hd__mux2_2 | 4 |
| sky130_fd_sc_hd__nand2_1 | 18 |
| sky130_fd_sc_hd__nand2b_1 | 2 |
| sky130_fd_sc_hd__nand3_1 | 10 |
| sky130_fd_sc_hd__nand4_1 | 8 |
| sky130_fd_sc_hd__nor2_1 | 19 |
| sky130_fd_sc_hd__nor3_1 | 9 |
| sky130_fd_sc_hd__nor4_1 | 2 |
| sky130_fd_sc_hd__o21ai_0 | 7 |
| sky130_fd_sc_hd__or2_2 | 2 |
| sky130_fd_sc_hd__xnor2_1 | 21 |
| sky130_fd_sc_hd__xor2_1 | 14 |
Power is estimated from default activity; no workload was simulated.
