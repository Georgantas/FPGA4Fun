### design/flow/run.sh
#!/bin/bash
# OpenROAD 26Q1-2900-gdf79404cd8, Yosys 0.63+post, stock flow scripts
make -C /OpenROAD-flow-scripts/flow DESIGN_CONFIG=/design/flow/config.mk WORK_HOME=/design/flow/orfs finish
### design/flow/config.mk
export PLATFORM = sky130hd
export DESIGN_NAME = led_7seg
export DESIGN_NICKNAME = led_7seg
export VERILOG_FILES = /design/flow/design.v
export SDC_FILE = /design/flow/constraint.sdc
export NUM_CORES = 4
export LEC_CHECK = 1
export CORE_AREA = 10 10 99 99
export DIE_AREA = 0 0 109 109
### design/flow/constraint.sdc
current_design led_7seg

set clk_period 8.2
set clk_io_pct 0.2

create_clock -name clk0 -period $clk_period [get_ports {clock}]

set non_clock_inputs [all_inputs -no_clocks]
set_input_delay [expr $clk_period * $clk_io_pct] -clock clk0 $non_clock_inputs
set_output_delay [expr $clk_period * $clk_io_pct] -clock clk0 [all_outputs]
### design/flow/design.v
module led_7seg(seg,dig,clock);
	input clock;
	output [7:0] seg;
	output [3:0] dig;
	reg [7:0] seg;
	reg [3:0] dig;
	reg [3:0] disp_dat;
	reg [36:0] count;
	always @ (posedge clock )
	begin 
		count = count + 1'b1;
		dig= 4'b1110;
	end
	always @ (count[24])
	begin
		disp_dat = {count[28:25]};
	end
	always @ (disp_dat)
	begin
		case (disp_dat)
		4'h0 : seg = 8'hc0;
		4'h1 : seg = 8'hf9;
		4'h2 : seg = 8'ha4;
		4'h3 : seg = 8'hb0;
		4'h4 : seg = 8'h99;
		4'h5 : seg = 8'h92;
		4'h6 : seg = 8'h82;
		4'h7 : seg = 8'hf8;
		4'h8 : seg = 8'h80;
		4'h9 : seg = 8'h90;
		4'ha : seg = 8'h88;
		4'hb : seg = 8'h83;
		4'hc : seg = 8'hc6;
		4'hd : seg = 8'ha1;
		4'he : seg = 8'h86;
		4'hf : seg = 8'h8e;
		endcase
	end
endmodule
==> flow_metrics.tcl <==
# collected from the flow reports
set metrics [dict create \
    grt_pass1_vias 975 \
    switching_share_pct 18.99 \
    clkPwrFrac_pct 38.2 \
    common_cells "dfxtp_1, xnor2_1, nand3_1" \
    warning_count 31 \
    area_growth_pct 14.11 \
    clk-insertion-delay-late_ns 0.28 \
    synth_cell_types 30 \
    first_pass_iters 4 \
    hpwlAfterDp_um 1710 \
    finalSetupViolCount 0 \
    crit_arrival_ns 3.06 \
    ys_area_um2 1588 \
    fmax_mhz 345.8 \
    cts_resized 0 \
    p_sw_mw 0.05380 \
    hp-class "flip-flop to flip-flop" \
    cp_slowest_stage_delay_ns 0.52 \
    ios 13 \
    top_layer_used "met4" \
    worst_pin_slew_ns 0.6392 \
    hp-start "count[0]" \
    die_area_um2 11880 \
    clock_path_buffers 2 \
    antenna-diode-count 0 \
    start_kind "flip-flop" \
    power_frac_comb_pct 0 \
    syn_avg_cell_area_um2 10.11 \
    whs_path_depth 1 \
    synth.area.top_cells "dfxtp_1, xnor2_1, ha_1" \
    end_kind "flip-flop" \
    grt_overflow 0 \
    die_width_um 109 \
    edf_count 0 \
    yosysWarnings 1 \
    grt_max_degree 15 \
    setup-tns-final_ns 0 \
    crit_top_cell "or4_4" \
    whs_endpoint "count[0]" \
    die.size.y_um 109 \
    vias 1017 \
    p_leak_nw 0.6615 \
    antenna_found_initial 0 \
    yosys_cells 157 \
    ir_worst_vdd_v 0.00004917 \
    synthCells 157 \
    top_cell "dfxtp_1" \
    final_max_slew_viol_count 0 \
    drt_iter0_drc 24 \
    critical_path_class "flip-flop to flip-flop" \
    rsz0062_at_grt "no" \
    reg2regPathDepth 7 \
    r2r-end "seg[0]" \
    synth_top_cell_by_area "dfxtp_1" \
    synth_flops 36 \
    place_area_um2 1743 \
    design_area_um2 1812 \
    crit_slowest_cell "or4_4" \
    routed_via_density 3.823 \
    worst_ep_required_time_ns 8.37 \
    wirelength_met1_um 1136 \
    ff_type "dfxtp_1" \
    cts-root-buf "clkbuf_8" \
    layout_min_cycle_time_ns 2.892 \
    wl_um 2360 \
    clk_pin_slew_ns 0.06 \
    p_per_area_nw_per_um2 156.4 \
    cts_tree "done" \
    fp-utilization_pct 20.55 \
    drc 0 \
    finClkSkew_ns 0.004251 \
    gp_congestion 0.7527 \
    finalClockPeriodUsage_pct 35.27 \
    io_buffers 7 \
    finalHoldViolCount 0 \
    crit_chain "nand4_2 -> or4_4 -> or4_4 -> xor2_2 -> clkinv_2 -> xnor2_1 -> a211o_1" \
    rows 32 \
    drive_gt1_share_pct 7.927 \
    dr_wl_met2_um 1054 \
    clkSinkCount 36 \
    r2r-start "count[8]" \
    core-area_um2 7727 \
    top_area_share_pct 45.39 \
    seq_power_share_pct 61.7 \
    met3_wirelength_um 139 \
    synthesis.area_um2 1588 \
    cts_setup_buffers 0 \
    cts_hold_buf 0 \
    grt_pass1_wl_um 4215 \
    fillers 823 \
    htreeDepth 2 \
    cts_buffers 5 \
    ys_seq_share_pct 45.39 \
    relSlewSlack_pct 56.99 \
    grt_usage_pct 4.270 \
    drv_cap 0 \
    crit_path_max_fanout 11 \
    antenna_left 0 \
    p_int_mw 0.2295 \
    post_drt_wl_per_cell_um 8.872 \
    status "finished clean" \
    async_reset_ff_share_pct 0 \
    r2r_setup_slack_ns 5.31 \
]
metal layers:
| metal | vias up | GRT usage (%) |
|---|---|---|
| met5 | - | 0 |
| met4 | 0 | 0.7533 |
| met3 | 2 | 2.091 |
| met2 | 16 | 6.255 |
| met1 | 466 | 5.662 |
| li1 | 533 | - |
critical path: cells and delay by family (launching register included):
family,cells,cell delay [ns]
xor gates and xnor gates,2,0.66
DFF,1,0.41
AOI/OAI and AO/OA,1,0.29
buffers and inverters,1,0.22
and+or+nand+nor,3,1.20
cell type report:
class	instances	area (µm²)	share of cell area [%]
multi-input cells	107	785.8	43.37
flip-flops and latches	36	720.7	39.78
well taps	102	127.6	7.044
repair buffers	8	77.57	4.282
clock buffers	5	68.82	3.798
inverters	8	31.28	1.727
logic make-up (layout without fill, tap and decap cells):
kind of cell / Yosys count / in the layout / synth area share (%)
adder cells (fa/ha/maj): 8 / 8 / 6.304
XOR/XNOR: 28 / 28 / 15.92
buffers and inverters: 17 / 21 / 5.831
AND-OR/OR-AND: 6 / 6 / 2.601
other: 2 / 5 / 0.4730
AND/OR/NAND/NOR: 53 / 53 / 18.76
flip-flops: 36 / 36 / 45.39
multiplexers: 7 / 7 / 4.728
power groups by stage:
| stage | logic, mW | registers (mW) | clock network [mW] |
|---|---|---|---|
| finish | 0.000114 | 0.175 | 0.108 |
| CTS | 0.000194 | 0.175 | 0.115 |
| global route | 0.000308 | 0.175 | 0.124 |
state kept, by name (all words and copies together), names as in the netlist:
register	flops
count	29
seg	7
stage by stage:
stage          power (mW)  instances  util (%)  setup WS, ns  hold slack (ns)
2_1_floorplan      0.1804        160         -         5.754           0.3658
3_3_place_gp       0.1790        261     22.56         5.360           0.3773
3_5_place_dp       0.1789        261     22.56         5.298           0.3831
4_1_cts            0.2899        266     23.45         5.298           0.3985
5_1_grt            0.2987        266     23.45         5.080           0.4189
6_report           0.2833        266     23.45         5.308           0.3923
how the worst max path moves through the flow:
stage / from / to
CTS: count[8] / seg[0]
global route: count[8] / seg[0]
finish: count[8] / seg[0]
placed cells by master, fill, tap and decap left out:
master,Yosys,routed
xor2_2,1,1
o22ai_1,1,1
dfxtp_1,36,36
mux2_4,1,1
clkbuf_8,0,5
nor4_1,2,2
or4_4,2,2
nand3_1,15,15
buf_4,5,1
xnor2_1,20,20
nor2_1,6,6
xor2_1,7,7
a21o_1,1,1
nand4_2,1,1
nand4_1,6,6
nor3_1,2,2
a211o_1,1,1
o21ai_1,2,2
clkinv_2,1,1
ha_1,8,8
mux2i_1,6,6
and3_1,6,6
o21ai_2,1,1
nor3b_1,1,1
nand2_1,9,9
conb_1,2,5
inv_1,7,7
and4_1,3,3
clkdlybuf4s50_1,0,7
Power and IR drop assume default switching activity.
