$ cat run.sh
#!/bin/bash
# OpenROAD 26Q1-2900-gdf79404cd8, Yosys 0.63+post, stock flow scripts
make -C /OpenROAD-flow-scripts/flow DESIGN_CONFIG=/design/flow/config.mk WORK_HOME=/design/flow/orfs finish
$ cat config.mk
export PLATFORM = sky130hd
export DESIGN_NAME = pong
export DESIGN_NICKNAME = pong
export VERILOG_FILES = /design/flow/design.v
export SDC_FILE = /design/flow/constraint.sdc
export NUM_CORES = 4
export LEC_CHECK = 1
export CORE_UTILIZATION = 30
$ cat constraint.sdc
current_design pong

set clk_period 1.8
set clk_io_pct 0.2

create_clock -name clk0 -period $clk_period [get_ports {clock}]

set non_clock_inputs [all_inputs -no_clocks]
set_input_delay [expr $clk_period * $clk_io_pct] -clock clk0 $non_clock_inputs
set_output_delay [expr $clk_period * $clk_io_pct] -clock clk0 [all_outputs]
$ cat design.v
module pong(
   clock,
   switch,
   disp_RGB,
   hsync,
   vsync
);
input  clock;
input  [1:0]switch;
output [2:0]disp_RGB;
output  hsync;
output  vsync;
reg [9:0] hcount;
reg [9:0]   vcount;
reg [2:0]   data;
reg [2:0]  h_dat;
reg [2:0]   v_dat;
reg   flag;
wire  hcount_ov;
wire  vcount_ov;
wire  dat_act;
wire  hsync;
wire   vsync;
reg  vga_clk;
parameter hsync_end   = 10'd95,
   hdat_begin  = 10'd143,
   hdat_end  = 10'd783,
   hpixel_end  = 10'd799,
   vsync_end  = 10'd1,
   vdat_begin  = 10'd34,
   vdat_end  = 10'd514,
   vline_end  = 10'd524;
always @(posedge clock)
begin
 vga_clk = ~vga_clk;
end
always @(posedge vga_clk)
begin
 if (hcount_ov)
  hcount <= 10'd0;
 else
  hcount <= hcount + 10'd1;
end
assign hcount_ov = (hcount == hpixel_end);
always @(posedge vga_clk)
begin
 if (hcount_ov)
 begin
  if (vcount_ov)
   vcount <= 10'd0;
  else
   vcount <= vcount + 10'd1;
 end
end
assign  vcount_ov = (vcount == vline_end);
assign dat_act =    ((hcount >= hdat_begin) && (hcount < hdat_end))
     && ((vcount >= vdat_begin) && (vcount < vdat_end));
assign hsync = (hcount > hsync_end);
assign vsync = (vcount > vsync_end);
assign disp_RGB = (dat_act) ?  data : 3'h00;
always @(posedge vga_clk)
begin
 case(switch[1:0])
  2'd0: data <= h_dat;  
  2'd1: data <= v_dat;
  2'd2: data <= (v_dat ^ h_dat);
  2'd3: data <= (v_dat ~^ h_dat);
 endcase
end
always @(posedge vga_clk) 
begin
 if(hcount < 223)
  v_dat <= 3'h7;  
 else if(hcount < 303)
  v_dat <= 3'h6;
 else if(hcount < 383)
  v_dat <= 3'h5;
 else if(hcount < 463)
  v_dat <= 3'h4;
 else if(hcount < 543)
  v_dat <= 3'h3;
 else if(hcount < 623)
  v_dat <= 3'h2;
 else if(hcount < 703)
  v_dat <= 3'h1;
 else 
  v_dat <= 3'h0;
end
always @(posedge vga_clk)
begin
 if(vcount < 94)
  h_dat <= 3'h7;
 else if(vcount < 154)
  h_dat <= 3'h6;
 else if(vcount < 214)
  h_dat <= 3'h5;
 else if(vcount < 274)
  h_dat <= 3'h4;
 else if(vcount < 334)
  h_dat <= 3'h3;
 else if(vcount < 394)
  h_dat <= 3'h2;
 else if(vcount < 454)
  h_dat <= 3'h1;
 else 
  h_dat <= 3'h0;
end
endmodule
==> impl_metrics.toml <==
# flow metrics
[final_timing]
rsz0062_at_grt = "no"
maximum_frequency_from_static_timing_analysis_ghz = 2.21
count_of_endpoints_without_a_timing_constraint = 44
unclocked_regs = 29
final.setup.tns_ns = 0
post-route-period-util_pct = 25.2
slew_violations = 0
tightest_slew_ns = 0.661
finalWorstPathRequiredPeriod_ns = 0.453
layout_skew_ns = 0
setup-violations-final = 0
max-slew-margin-rel_pct = 55.9
finalHoldViolCount = 0
setup_ws_ns = 1.35

[worst_hold_path]
hold_path.class = "register to register"
hold_path.startpoint = "vga_clk$_DFF_P_"
hold_depth = 1
hold_critical_path_endpoint = "vga_clk$_DFF_P_"

[routing]
diodes = 0
first_iter_violations = 90
drc = 0
drt_pre_antenna_iters = 4
routedWlPerCell_um = 11.7
route.final.wire_length_mm = 3.28
vias = 1414
post_drt_via_cell_ratio = 5.05
antenna_left = 0

[synth]
yosys.stat.chipArea_mm2 = 0.00184
synth_warnings = 1
yosys.cell_types.count = 49
edf_count = 10
ys_top_cells_by_area = "sky130_fd_sc_hd__dfxtp_1 (22%), sky130_fd_sc_hd__edfxtp_1 (16%), sky130_fd_sc_hd__xnor2_1 (6.2%)"
synth-async-reset-ratio_pct = 0
synthFlopType = "sky130_fd_sc_hd__dfxtp_1"
syn_area_per_cell_um2 = 8.64
ys_seq_share_pct = 38.1
synthCells = 213
post-synth-top-area-cell = "sky130_fd_sc_hd__dfxtp_1"
synth.most_common_cell = "sky130_fd_sc_hd__dfxtp_1"
netlist_area_mm2 = 0.00184
top_cell_area_share_pct = 21.8
ys.flops = 30
common_cells = "sky130_fd_sc_hd__dfxtp_1 (20), sky130_fd_sc_hd__nor2_1 (19), sky130_fd_sc_hd__nand2_1 (16), sky130_fd_sc_hd__inv_1 (14)"
ys_cells = 213

[clocking]
post_cts_hold_buffer_count = 0
number_of_gates_given_a_new_drive_strength_after_cts = 0
path_clk_slew_ns = 0
postCtsSetupBuffers = 0
clock_latency_ns = 0

[power]
power.density_cell_area_mw_per_mm2 = 20.6
power_leakage_nw = 0.629
vdd_drop_max_mv = 0.0901

[worst_setup_path]
regToRegEndpoint = "vga_clk$_DFF_P_"
worst_path_max_delay_cell = "sky130_fd_sc_hd__dfxtp_1"
crit_path_max_incr_delay_ns = 0.30
cpLargestDelayFamily = "flip-flops"
rr_worst_depth = 1
worstSetupStartpointType = "register"
worstSetupPathType = "register to register"
cp_cell_sequence = "inv_1"
timing.critical_path.buf_inv = 1
worstPathArrival_ns = 0.34
reg2reg_setup_slack_ns = 1.35
worst_setup_path_end_kind = "register"
timing.critical_path.fanout_max = 2
worst_r2r_startpoint = "vga_clk$_DFF_P_"
cp.required_ns = 1.69

[placed_design]
io_buffer_count = 7
placedInstanceArea_mm2 = 0.00190
routabilityCongestion = 0.788
detailedPlacementHpwl_mm = 2.31
pre_cts_slack_ns = 1.34

[global_route]
grt_start_max_net_pins = 30
grt_pass1_vias = 1283
track_usage_pct = 11.1
grt_antenna_before_repair = 0
globalRoute.totalOverflow = 0
grt_pass1_wl_mm = 5.73

[floorplanning]
die_height_um = 80.3
die_w_um = 80.3
die_area_mm2 = 0.00645
core_region_area_mm2 = 0.00592
core_util_floorplan_pct = 31.1
row_count = 28
number_of_top_level_design_ports = 8

[layout]
multi_input_comb_area_um2 = 978
layout-area-overhead-vs-synth_pct = 3.47
num-fill-cells = 628
reg_area_um2 = 701
layout.cell_area.non_filler_mm2 = 0.00190
drive_above_1_share_pct = 3.41

[job]
max_cap_violations = 0
warnings = 31

[outcome]
outcome = "finished, final reports clean"
through the flow:
| step | hold WS (ns) | total power, mW | utilization [%] | cells |
|---|---|---|---|---|
| final | 0.362 | 0.0392 | 32.1 | 280 |
| after global routing | 0.366 | 0.0414 | 32.1 | 280 |
| after CTS | 0.364 | 0.0395 | 32.1 | 280 |
| after detailed placement | 0.364 | 0.0393 | 32.1 | 280 |
| after global placement | 0.363 | 0.0388 | 32.1 | 280 |
| after floorplan | 0.577 | 0.0325 | - | 213 |
cell type report:
type                            count  share of cell area [%]
Multi-Input combinational cell    153                    51.4
Timing Repair Buffer                8                    4.08
Tap cell                           75                    4.93
Sequential cell                    30                    36.8
Inverter                           14                    2.76
registers in the layout, indices dropped and copies added, names as in the netlist:
signal   cells
hcount      10
data         3
v_dat        3
vga_clk      1
h_dat        3
vcount      10
report_power, final:
part	leakage, nW	switching [mW]	internal, mW
clock	0	0	0
combinational	0.353	0.00824	0.00792
sequential	0.276	0	0.0230
total	0.629	0.00824	0.0309
layout by cell type, fill, tap and decap left out, types with 2 or more instances in the layout:
cell type and n:
sky130_fd_sc_hd__nor2b_1 3, sky130_fd_sc_hd__or2_2 3, sky130_fd_sc_hd__a21boi_0 3, sky130_fd_sc_hd__a311oi_1 2, sky130_fd_sc_hd__o211ai_1 2, sky130_fd_sc_hd__nand4_1 3
sky130_fd_sc_hd__and2_1 2, sky130_fd_sc_hd__o311ai_0 4, sky130_fd_sc_hd__a21oi_1 6, sky130_fd_sc_hd__nor3_1 12, sky130_fd_sc_hd__o41ai_1 2, sky130_fd_sc_hd__and3_1 2
sky130_fd_sc_hd__dfxtp_1 20, sky130_fd_sc_hd__clkdlybuf4s50_1 7, sky130_fd_sc_hd__o21a_1 2, sky130_fd_sc_hd__nor2_1 19, sky130_fd_sc_hd__xnor2_1 13, sky130_fd_sc_hd__or4_1 2
sky130_fd_sc_hd__o21bai_1 3, sky130_fd_sc_hd__xor2_1 3, sky130_fd_sc_hd__o21ai_0 5, sky130_fd_sc_hd__edfxtp_1 10, sky130_fd_sc_hd__nand2b_1 5, sky130_fd_sc_hd__nand2_1 16
sky130_fd_sc_hd__nor4_1 3, sky130_fd_sc_hd__nand3_1 13, sky130_fd_sc_hd__a21o_1 3, sky130_fd_sc_hd__inv_1 14, sky130_fd_sc_hd__ha_1 5
how the worst max path moves through the flow:
stage | start | end | slack [ns] | cells past startpoint
CTS | vga_clk$_DFF_P_ | vga_clk$_DFF_P_ | 1.34 | 1
finish | vga_clk$_DFF_P_ | vga_clk$_DFF_P_ | 1.35 | 1
global route | vga_clk$_DFF_P_ | vga_clk$_DFF_P_ | 1.34 | 1
routing by layer:
| metal | global-route usage (%) | routed length [um] | vias up | part of all wire (%) |
|---|---|---|---|---|
| li1 | - | - | 742 | - |
| met1 | 17.4 | 1810 | 649 | 55 |
| met2 | 17.7 | 1370 | 23 | 42 |
| met3 | 1.15 | 101 | 0 | 3.1 |
| met4 | 0.536 | 0 | 0 | 0 |
| met5 | 0 | 0 | - | 0 |
cell families (layout without fill, tap and decap cells):
| group | count (synthesis) | after routing | share of synthesized area (%) |
|---|---|---|---|
| xor gates and xnor gates | 16 | 16 | 7.62 |
| AOI/OAI and AO/OA | 42 | 42 | 16.7 |
| buffers and inverters | 30 | 22 | 8.71 |
| DFF | 30 | 30 | 38.1 |
| and+or+nand+nor | 89 | 89 | 24.9 |
| muxes | 1 | 1 | 0.612 |
| adders and majority gates | 5 | 5 | 3.40 |
Power and IR drop assume default switching activity.
